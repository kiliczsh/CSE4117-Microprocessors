File: ./design.v
module binarycell(en,data,rw,clk,out);
 input data,clk,rw,en; 
 output out;
 wire set,reset,ffout;
 assign set = data & en & ~rw;
 assign reset = ~data & en & ~rw;
 assign out = en & ffout & rw;
 rsflipflop rsff(set,reset,clk,ffout);
endmodule
module decoder2to4(s0,s1,r0,r1,r2,r3);
input s0,s1;
output r0,r1,r2,r3;
assign r0 = ~s0 & ~s1;
assign r1 = ~s0 & s1;
assign r2 = s0 & ~s1;
assign r3 = s0 & s1;
endmodule
module ram(s0,s1,data,rw,clk,out);
 input s0,s1,rw,clk;
 input[7:0] data;
 output[7:0] out;
 wire out001,out002,out003,out004,out005,out006,out007,out008;
 wire out011,out012,out013,out014,out015,out016,out017,out018;
 wire out101,out102,out103,out104,out105,out106,out107,out108;
 wire out111,out112,out113,out114,out115,out116,out117,out118;
 wire c1,c2,c3,c4;
 decoder2to4 decoder(s0,s1,c1,c2,c3,c4);
 binarycell cell001(c1,data[7],rw,clk,out001);
 binarycell cell002(c1,data[6],rw,clk,out002);
 binarycell cell003(c1,data[5],rw,clk,out003);
 binarycell cell004(c1,data[4],rw,clk,out004);
 binarycell cell005(c1,data[3],rw,clk,out005);
 binarycell cell006(c1,data[2],rw,clk,out006);
 binarycell cell007(c1,data[1],rw,clk,out007);
 binarycell cell008(c1,data[0],rw,clk,out008);
 binarycell cell011(c2,data[7],rw,clk,out011);
 binarycell cell012(c2,data[6],rw,clk,out012);
 binarycell cell013(c2,data[5],rw,clk,out013);
 binarycell cell014(c2,data[4],rw,clk,out014);
 binarycell cell015(c2,data[3],rw,clk,out015);
 binarycell cell016(c2,data[2],rw,clk,out016);
 binarycell cell017(c2,data[1],rw,clk,out017);
 binarycell cell018(c2,data[0],rw,clk,out018);
 binarycell cell101(c3,data[7],rw,clk,out101);
 binarycell cell102(c3,data[6],rw,clk,out102);
 binarycell cell103(c3,data[5],rw,clk,out103);
 binarycell cell104(c3,data[4],rw,clk,out104);
 binarycell cell105(c3,data[3],rw,clk,out105);
 binarycell cell106(c3,data[2],rw,clk,out106);
 binarycell cell107(c3,data[1],rw,clk,out107);
 binarycell cell108(c3,data[0],rw,clk,out108);
 binarycell cell111(c4,data[7],rw,clk,out111);
 binarycell cell112(c4,data[6],rw,clk,out112);
 binarycell cell113(c4,data[5],rw,clk,out113);
 binarycell cell114(c4,data[4],rw,clk,out114);
 binarycell cell115(c4,data[3],rw,clk,out115);
 binarycell cell116(c4,data[2],rw,clk,out116);
 binarycell cell117(c4,data[1],rw,clk,out117);
 binarycell cell118(c4,data[0],rw,clk,out118);
 assign out[7] = out001 || out011 || out101 || out111;
 assign out[6] = out002 || out012 || out102 || out112;
 assign out[5] = out003 || out013 || out103 || out113;
 assign out[4] = out004 || out014 || out104 || out114;
 assign out[3] = out005 || out015 || out105 || out115;
 assign out[2] = out006 || out016 || out106 || out116;
 assign out[1] = out007 || out017 || out107 || out117;
 assign out[0] = out008 || out018 || out108 || out118;
endmodule
module rsflipflop(set,reset,clk,out);
  input set,reset,clk; 
	output out;
	reg out;
	initial begin
	out = 0;
	end
	always @(posedge clk)
	begin
		out = set ? 1'b1:out;
		out = reset ? 1'b0:out;
	end
endmodule
File: ./run.sh
#!/bin/bash
# OpenROAD 26Q1-2900-gdf79404cd8, Yosys 0.63+post, stock flow scripts
make -C /OpenROAD-flow-scripts/flow DESIGN_CONFIG=/design/flow/config.mk WORK_HOME=/design/flow/orfs finish
File: ./config.mk
export PLATFORM = sky130hd
export DESIGN_NAME = ram
export DESIGN_NICKNAME = ram
export VERILOG_FILES = /design/flow/design.v
export SDC_FILE = /design/flow/constraint.sdc
export NUM_CORES = 4
export LEC_CHECK = 1
export CORE_UTILIZATION = 30
File: ./constraint.sdc
current_design ram

set clk_period 2.3
set clk_io_pct 0.2

create_clock -name clk0 -period $clk_period [get_ports {clk}]

set non_clock_inputs [all_inputs -no_clocks]
set_input_delay [expr $clk_period * $clk_io_pct] -clock clk0 $non_clock_inputs
set_output_delay [expr $clk_period * $clk_io_pct] -clock clk0 [all_outputs]
==> tab_implementation.tex <==
% Yosys + OpenROAD metrics
\begin{tabular}{lr}
\hline
Metric & Value \\
\hline
\multicolumn{2}{l}{\textbf{STA}} \\
Relative slew margins & between 60 and 70\% \\
Final slew viol count & 0 \\
Final Critical Period & 2.14 ns \\
Post-Route Setup TNS & 0 ns \\
Unrepaired setup endpoints after global routing & false \\
Skew final & 0 ns \\
Final setup violation count & 0 \\
Hold Slack & 0.465 ns \\
Count of endpoints failing hold in the final timing report & 0 \\
Maximum clock rate & roughly 470 MHz \\
Final setup slack of the worst path & 0.162 ns \\
Cycle use final & 92.9\% \\
Actual slew at the worst max-slew pin & 0.530 ns \\
\multicolumn{2}{l}{\textbf{Clock network}} \\
Num CTS Buffers & 5 \\
H-tree lvl count & 2 \\
Total clock sinks & 32 \\
Clock tree from TritonCTS & done \\
Clock root buffer master & clkbuf\_8 \\
Maximum number of buffers from clock root to sink & 2 \\
Clock network latency to the later pin of the worst-skew pair & 0.28 ns \\
Clock-pin slew reported for the worst setup and hold paths after clock tree synthesis & 0.06 ns \\
\multicolumn{2}{l}{\textbf{Detailed routing}} \\
Total DRC errors in the routed layout & 0 \\
Initial DRC count & 22 \\
WL/cell & 13.8 um \\
Sum of routed wire length over all layers & 2520 um \\
Number of vias per cell after detailed routing & 4.77 \\
Final antenna diode count & 0 \\
Antenna Nets Post-Route & 0 \\
Total iterations of the first detailed-routing run & 4 \\
Number of vias after detailed routing & 873 \\
\multicolumn{2}{l}{\textbf{Setup path}} \\
Critical Path Slowest Stage Cell & clkdlybuf4s50\_1 \\
Crit path kind & input pin to output pin \\
Largest fanout on the critical path & 4 \\
Family of cells with the greatest summed delay on the critical path & buffers and inverters \\
CP Buf/Inv Count & 3 \\
Capturing element type of the critical path & output pin \\
Launching element type of the critical path & input pin \\
Required time at the endpoint of the critical path & roughly 1.8 ns \\
Worst-path cell chain & dlygate4sd2\_1, nand2b\_4, buf\_4, o22ai\_2, clkdlybuf4s50\_1 \\
Worst EP arrival & $\sim$1.7 ns \\
Slowest Stage Delay on Critical Path & approximately 0.49 ns \\
\multicolumn{2}{l}{\textbf{Synth}} \\
Yosys warnings & 1 \\
Cell area after synthesis & 0.00131 sq mm \\
Synthesis area per yosys & 0.00131 sq mm \\
Sequential-to-total area share from yosys stat & 48.9\% \\
Distinct cell type count after synthesis & 13 \\
Ys cells & 99 \\
Number of standard cells after synthesis & 99 \\
Mean area per synthesized cell & 13.2 sq um \\
Number of synthesized register bits & 32 \\
\multicolumn{2}{l}{\textbf{Floorplanning}} \\
Core area & 0.00409 sq mm \\
Core utilization before placement & about 32\% \\
Row Count & 23 \\
Die Width & 68.1 um \\
Die Y & 68.1 um \\
Chip Area & 0.00464 sq mm \\
Number of top-level design ports & 20 \\
\multicolumn{2}{l}{\textbf{Finish}} \\
Proportion of layout cells with a drive suffix above 1 & 42.9\% \\
Number of fill cells & about 380 \\
Non-Filler Cell Area, Final & $\sim$0.0018 sq mm \\
Most common cell after layout, fill and taps aside & dfxtp\_1 \\
Post-Route Utilization & 43.8\% \\
Most frequent logic cells in the routed design & dfxtp\_1 (32), mux2\_2 (28), mux2i\_1 (16) \\
Synth-to-layout area growth & 36.5\% \\
Tally of non-filler cells in the final layout & 183 \\
\multicolumn{2}{l}{\textbf{Global route}} \\
Initial antenna violation count & 0 \\
Wire length of the first global-routing pass & around 4200 um \\
Pin count of the biggest net entering global routing & 10 \\
Overall track demand over capacity in global routing & 12.9\% \\
Met3 Resource Use GR & 4.22\% \\
GRT Max-Usage Layer & met1 \\
Global Route met2 Usage & a little under a fifth \\
Via count of the first global-routing pass & between 800 and 900 \\
Met1 Use GR & 19.1\% \\
Overflow after GRT & 0 \\
\multicolumn{2}{l}{\textbf{Placed design}} \\
Number of port buffers & 19 \\
Post-detail-place hpwl & 1660 um \\
Instance area after placement & 0.00164 sq mm \\
Placed Cells incl. Taps & 175 \\
Global placement routability congestion & 0.775 \\
Setup WS pre-CTS & -0.103 ns \\
\multicolumn{2}{l}{\textbf{Job}} \\
Number of warnings the tools reported & 25 \\
MaxCap Viol Count & 0 \\
\multicolumn{2}{l}{\textbf{Pwr}} \\
Flop pwr share & between 40\% and 50\% \\
P\_int & 1.12 mW \\
Clock network power share & 31.2\% \\
Power, Total & 1.45 mW \\
Switching fraction of total power & between 20\% and 30\% \\
Leakage power figure & 0.746 nW \\
Power spent charging and discharging nets & 330 uW \\
Maximum vdd ir drop & 419 uV \\
Cell Pwr Density & 812 mW/mm\^{}2 \\
Part of the total power dissipated in combinational logic & 19.5\% \\
\multicolumn{2}{l}{\textbf{Status}} \\
Status & complete, no violations \\
\multicolumn{2}{l}{\textbf{Worst hold path}} \\
Path category of the worst min-delay check & register to register \\
\hline
\end{tabular}
path summary, 6_finish.rpt:
path / startpoint / to / slack (ns) / depth (start not counted)
min reg2reg: cell014.rsff.out / cell014.rsff.out / 0.46 / 1
max: s1 / out[4] / 0.16 / 5
min: cell014.rsff.out / cell014.rsff.out / 0.46 / 1
max reg2reg: cell011.rsff.out / cell011.rsff.out / 1.61 / 1
cells by family after synthesis:
| family | after synthesis | share of synthesized area, % |
|---|---|---|
| compound gates | 8 | 3.82 |
| buf+inv | 5 | 2.19 |
| flops | 32 | 48.9 |
| simple gates | 6 | 5.44 |
| mux | 48 | 39.7 |
power groups by stage:
stage | logic [mW] | registers [mW] | clock network (mW)
after CTS | 0.286 | 0.716 | 0.464
after global routing | 0.313 | 0.730 | 0.499
final | 0.284 | 0.717 | 0.454
synthesized netlist by cell type, drive strengths merged:
master / n / area share [%]
mux2i: 16 / 12
nand3b: 1 / 0.57
dfxtp: 32 / 49
nand2: 1 / 0.29
nand2b: 1 / 0.48
buf: 5 / 2.2
mux2: 32 / 27
nor3: 1 / 1.2
o22ai: 8 / 3.8
nor3b: 2 / 2.9
layout make-up:
cell class	instances	area, sq um	share of cell area [%]
clock buffers	7	96.3	5.38
well taps	50	62.6	3.49
multi-input cells	62	674	37.7
repair buffers	32	317	17.7
flip-flops and latches	32	641	35.8
layer usage:
layer,vias up,share of wire [%]
li1,437,-
met1,411,50
met2,21,42
met3,4,6.5
met4,0,1.6
met5,-,0
what timing repair did:
action                                  in CTS  in global routing
hold buffers                                 0                  0
endpoints found under the hold margin        0                  0
pin swaps                                    0                  1
resized                                      9                  2
gates cloned                                 1                  0
endpoints found under the setup margin       8                  4
setup buffers                                0                  0
Power is estimated from default activity; no workload was simulated.
