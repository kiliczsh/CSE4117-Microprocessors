**flow/config.mk**
```make
export PLATFORM = sky130hd
export DESIGN_NAME = datapath
export DESIGN_NICKNAME = datapath
export VERILOG_FILES = /design/flow/design.v
export SDC_FILE = /design/flow/constraint.sdc
export NUM_CORES = 4
export LEC_CHECK = 1
export CORE_AREA = 10 10 96 96
export DIE_AREA = 0 0 106 106
```
**flow/constraint.sdc**
```tcl
current_design datapath

set clk_period 5.6
set clk_io_pct 0.2

create_clock -name clk0 -period $clk_period [get_ports {clk}]

set non_clock_inputs [all_inputs -no_clocks]
set_input_delay [expr $clk_period * $clk_io_pct] -clock clk0 $non_clock_inputs
set_output_delay [expr $clk_period * $clk_io_pct] -clock clk0 [all_outputs]
```
**flow/run.sh**
```bash
#!/bin/bash
# OpenROAD 26Q1-2900-gdf79404cd8, Yosys 0.63+post, stock flow scripts
make -C /OpenROAD-flow-scripts/flow DESIGN_CONFIG=/design/flow/config.mk WORK_HOME=/design/flow/orfs finish
```
**flow/design.v**
```verilog
module alu(A,B,ALU_Sel,ALU_Out,carry,zero,neg,over);
input [7:0] A,B;
input [2:0] ALU_Sel;
output [7:0] ALU_Out;
output carry,zero,neg,over;
  wire  [8:0] tmp,tmp0,tmp1;
wire [7:0] Result000,Result001,Result010,Result011,Result100,Result101,Result110,Result111;
assign Result000 = A + B ; 
assign Result001 = A - B ;
assign Result010 = A & B;
assign Result011 = A | B;
assign Result100 = A;
assign Result101 = A<<1;
assign Result110 = A>>1;
assign Result111 = 0;
  assign tmp0=A+B;
  assign tmp1=A-B;
mux8to1 mux_out(Result000,Result001,Result010,Result011,Result100,Result101,Result110,Result111,ALU_Sel[0],ALU_Sel[1],ALU_Sel[2],ALU_Out);
  mux2to1_9bit mux_carry(tmp0,tmp1,ALU_Sel[2],tmp);
assign carry = tmp[8];
assign zero = ~(ALU_Out[7] | ALU_Out[6] | ALU_Out[5] | ALU_Out[4] | ALU_Out[3] | ALU_Out[2] | ALU_Out[1] | ALU_Out[0]);
assign neg = ALU_Out[7] ;
  assign over = (A[7] & B[7] & ~ALU_Out[7]) | (~A[7] & ~B[7] & ALU_Out[7]) | tmp[8];
endmodule
module mux2to1(in0,in1,sel0,out);
input[7:0] in0,in1;
input sel0;
output[7:0] out;
assign out[7] =  (in0[7] & ~sel0)|(in1[7] & sel0);
assign out[6] =  (in0[6] & ~sel0)|(in1[6] & sel0);
assign out[5] =  (in0[5] & ~sel0)|(in1[5] & sel0);
assign out[4] =  (in0[4] & ~sel0)|(in1[4] & sel0);
assign out[3] =  (in0[3] & ~sel0)|(in1[3] & sel0);
assign out[2] =  (in0[2] & ~sel0)|(in1[2] & sel0);
assign out[1] =  (in0[1] & ~sel0)|(in1[1] & sel0);
assign out[0] =  (in0[0] & ~sel0)|(in1[0] & sel0);
endmodule
module mux4to1(in0,in1,in2,in3,sel0,sel1,out);
input[7:0] in0,in1,in2,in3;
input sel0,sel1;
output[7:0] out;
wire[7:0] w1,w2;
mux2to1 m1(in0,in1,sel0,w1);
mux2to1 m2(in2,in3,sel0,w2);
mux2to1 m3(w1,w2,sel1,out);
endmodule
module mux8to1(in0,in1,in2,in3,in4,in5,in6,in7,sel0,sel1,sel2,out);
input[7:0] in0,in1,in2,in3,in4,in5,in6,in7;
input sel0,sel1,sel2;
output[7:0] out;
wire[7:0] w1,w2;
mux4to1 m1(in0,in1,in2,in3,sel0,sel1,w1);
mux4to1 m2(in4,in5,in6,in7,sel0,sel1,w2);
mux2to1 m3(w1,w2,sel2,out);
endmodule
module accumulator (in, acc, clk, exec);
input [7:0] in;
input clk, exec;
output [7:0] acc;
reg [7:0] acc;
always@(posedge clk) begin
  if(exec)
    acc = in;
  end
endmodule
module counter (clk, reset, count,fetch);
input clk;
input reset,fetch;
output [2:0] count;
reg [2:0] count;
always @(posedge clk)
	if (reset)
		count = 0;
	else
		if(fetch)
			if(count < 7)
				count = count + 1;
			else
				count = 0;
endmodule
module datapath(clk,resetC,fetch,decode,exec,carry,zero,neg,over);
input clk,exec,resetC,fetch,decode;
wire[2:0] count,ALU_Sel;
wire[10:0] inst;
wire[7:0] A,B,ALU_Out;
output carry,zero,neg,over;
counter pc(clk,resetC,count,fetch);
rom im(count,clk,inst);
instreg ir(inst,clk,decode,A,ALU_Sel);
alu alu_8(A,B,ALU_Sel,ALU_Out,carry,zero,neg,over);
accumulator acc(ALU_Out, B, clk, exec);
endmodule
module instreg(inst,clk,decode,A,ALU_Sel);
input[10:0] inst;
input clk,decode;
output[7:0] A;
output[2:0] ALU_Sel;
reg [2:0] ALU_Sel;
reg [7:0] A;
always @ (posedge clk)
begin
  if(decode) begin
    ALU_Sel[0] <= inst[8];
    ALU_Sel[1] <= inst[9];
    ALU_Sel[2] <= inst[10];
    A[0] <= inst[0];
    A[1] <= inst[1];
    A[2] <= inst[2];
    A[3] <= inst[3];
    A[4] <= inst[4];
    A[5] <= inst[5];
    A[6] <= inst[6];
    A[7] <= inst[7];
  end
end
endmodule
module mux2to1_9bit(in0,in1,sel0,out);
input[8:0] in0,in1;
input sel0;
output[8:0] out;
assign out[8] =  (in0[8] & ~sel0)|(in1[8] & sel0)|0;
assign out[7] =  (in0[7] & ~sel0)|(in1[7] & sel0);
assign out[6] =  (in0[6] & ~sel0)|(in1[6] & sel0);
assign out[5] =  (in0[5] & ~sel0)|(in1[5] & sel0);
assign out[4] =  (in0[4] & ~sel0)|(in1[4] & sel0);
assign out[3] =  (in0[3] & ~sel0)|(in1[3] & sel0);
assign out[2] =  (in0[2] & ~sel0)|(in1[2] & sel0);
assign out[1] =  (in0[1] & ~sel0)|(in1[1] & sel0);
assign out[0] =  (in0[0] & ~sel0)|(in1[0] & sel0);
endmodule
module rom(addr,clk ,out); 
output[10:0] out;
input[2:0] addr;
input clk;
reg [10:0] out;
reg [10:0] ROM[7:0];
initial begin
    ROM[0]=11'h400;  
    ROM[1]=11'h070;  
    ROM[2]=11'h10C;  
    ROM[3]=11'h502;  
    ROM[4]=11'h400;  
    ROM[5]=11'h080;  
    ROM[6]=11'h080;  
    ROM[7]=11'h400;  
end
always @(posedge clk)
begin
    out<=ROM[addr];
end
endmodule
```
==> flow_summary.json <==
{
  "worstPathRequired_ns": 4.48,
  "clockRootBuffer": "clkbuf_8",
  "setup_viol": 0,
  "htree_levels": 1,
  "setup_tns_ns": 0,
  "synth-edff-count": 14,
  "yosys_area_um2": 1610,
  "synthArstFlopShare_pct": 0,
  "min_path_type": "reg2reg",
  "portBuffers": 8,
  "critical_path_arrival_ns": 3.16,
  "io_pins": 9,
  "yosys.area.top_type_share_pct": 26.1,
  "drive_gt1_share_pct": 4.00,
  "cts.clk_slew.worst_paths_ns": 0.07,
  "yosysWarnings": 4,
  "top_cell": "inv_1",
  "die_height_um": 106,
  "hpwl_um": 2200,
  "grt_max_degree": 25,
  "grt_usage_pct": 5.08,
  "initial_utilization_pct": 22.3,
  "cts.sinks": 23,
  "vias_per_cell": 4.26,
  "criticalPathCategory": "reg2out",
  "clockBufferDepth": 2,
  "synthCells": 169,
  "ant_nets": 0,
  "max_freq_ghz": 0.234,
  "gp_congestion": 0.885,
  "ir_drop_v": 0.000191,
  "dieArea_um2": 11200,
  "cts_resized": 0,
  "antenna_cells": 0,
  "final_cells": 274,
  "final.setup_skew_ns": 0.00482,
  "clkLatencyLatePin_ns": 0.26,
  "critPathLaunchType": "flop",
  "synth.distinct_cells": 44,
  "grt_overflow": 0,
  "top_area_cell": "edfxtp_1",
  "power_density_nw_per_um2": 261,
  "antenna_found_initial": 0,
  "vias": 1167,
  "fin_hold_ws_ns": 0.405,
  "post-route-period-util_pct": 76.4,
  "cts_tree": "yes",
  "period_needed_ns": 4.28,
  "wl_um": 2790,
  "drcViolationCount": 0,
  "grt_pass1_wl_um": 4960,
  "cp_slowest_stage_delay_ns": 0.54,
  "grt_pass1_vias": 1102,
  "ff_type": "edfxtp_1",
  "core-area_um2": 7210,
  "finalMaxSlewViolations": 0,
  "crit_path_end_kind": "output port",
  "cp_slowest_cell": "edfxtp_1",
  "cts_buffers": 3,
  "syn_area_um2": 1610,
  "first_pass_iters": 4,
  "cp_cell_sequence": "ha_1 -> a211oi_1 -> o211ai_2 -> a41oi_2 -> a21oi_1 -> o31a_1 -> nor4b_2 -> clkdlybuf4s50_1",
  "syn_area_per_cell_um2": 9.52,
  "hold_violations": 0,
  "slew_headroom_pct": 53.7,
  "die_x_um": 106,
  "placed_cells": 270,
  "maxCapViolCount": 0,
  "top_cells_by_count": "inv_1 (18), ha_1 (16), edfxtp_1 (14), nor2b_1 (11), nand2_1 (10)",
  "wire_per_inst_um": 10.2,
  "leakage_nw": 0.720,
  "worstMarginPinSlew_ns": 0.694,
  "area_delta_synth_final_pct": 13.8,
  "yosys_cells": 169,
  "postCtsSetupRepairBufs": 0,
  "rsz0062_at_grt": "no",
  "synth.top_cells.by_area": "edfxtp_1 (26%), ha_1 (12%), dfxtp_1 (11%)",
  "rows": 31,
  "warnings": 33,
  "synth-seq-cells": 23,
  "synth_seq_share_pct": 37.3,
  "cp_max_fo": 9,
  "detail_route.iter0.violations": 139,
  "hold_buffers": 0,
  "outcome": "completed"
}
==> sequential cells by signal, summed over array words and instances, names as in the netlist <==
| signal | flops |
|---|---|
| pc.count | 3 |
| acc.acc | 8 |
| im.out | 6 |
| ir.A | 4 |
| ir.ALU_Sel | 2 |
==> power breakdown <==
group | total [mW] | switching [mW] | internal (mW)
clock | 0.0975 | 0.0480 | 0.0495
combinational | 0.162 | 0.0827 | 0.0791
sequential | 0.219 | 0.0193 | 0.200
==> critical path: cells and delay by family (launching register included) <==
family	cells	cell delay (ns)
AND-OR/OR-AND	5	1.11
flip-flops	1	0.54
buffers and inverters	1	0.52
adder cells (fa/ha/maj)	1	0.45
AND/OR/NAND/NOR	1	0.28
==> cell usage in the layout (no fill, tap or decap), drive strengths merged, types with 3 or more instances in the layout <==
| master | instances |
|---|---|
| nand2b | 3 |
| nand2 | 10 |
| clkbuf | 3 |
| o21ai | 10 |
| nand3 | 4 |
| and2 | 3 |
| inv | 18 |
| a211oi | 4 |
| a21oi | 9 |
| o21a | 3 |
| xnor2 | 3 |
| dfxtp | 9 |
| nor2 | 8 |
| clkdlybuf4s50 | 8 |
| mux2i | 4 |
| nor3 | 4 |
| ha | 16 |
| nor2b | 11 |
| edfxtp | 14 |
==> through the flow <==
stage / setup slack [ns] / utilization [%] / instance area [µm²] / power, mW
2_1_floorplan: 2.41 / - / 1610 / 0.337
3_3_place_gp: 1.56 / 24.7 / 1790 / 0.386
3_5_place_dp: 1.56 / 24.7 / 1790 / 0.384
4_1_cts: 1.27 / 25.4 / 1830 / 0.483
5_1_grt: 1.08 / 25.4 / 1830 / 0.515
6_report: 1.32 / 25.4 / 1830 / 0.478
==> final cells by class <==
class / count / area [µm²]
clock buffer: 3 / 41.3
inverter: 18 / 67.6
timing repair buffer: 8 / 80.1
tap: 99 / 124
multi-input combinational: 122 / 913
sequential: 23 / 601
fill: 790 / 5380
clock inverter: 1 / 5.00
==> path summary, 6_finish.rpt <==
check / slack [ns] / depth (start not counted) / start / endpoint
hold reg to reg: 0.41 / 0 / im.out[7] / ir.A[7]
setup / recovery: 1.32 / 8 / ir.A[6] / zero
setup reg to reg: 3.24 / 6 / ir.A[6] / acc.acc[7]
hold / removal: 0.41 / 0 / im.out[7] / ir.A[7]
==> metal layers <==
layer | track usage, % | vias to the layer above | wire (µm) | part of all wire [%]
met4 | 0.677 | 0 | 12 | 0.43
met1 | 7.26 | 530 | 1440 | 52
met2 | 8.08 | 15 | 1240 | 44
li1 | - | 620 | - | -
met3 | 0.917 | 2 | 98 | 3.5
met5 | 0 | - | 0 | 0
==> logic make-up after synthesis <==
kind of cell / Yosys count / share of synthesized area (%)
xor gates and xnor gates: 4 / 2.18
buffers and inverters: 24 / 5.91
and+or+nand+nor: 53 / 18.4
DFF: 23 / 37.3
AOI/OAI and AO/OA: 42 / 18.1
adders and majority gates: 18 / 14.9
muxes: 5 / 3.19
Power figures rest on the tool's default switching activity, not on a simulated workload.
